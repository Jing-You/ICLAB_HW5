**./run.sh**
```bash
#!/bin/bash
# OpenROAD 26Q1-2900-gdf79404cd8, Yosys 0.63+post, stock flow scripts
make -C /OpenROAD-flow-scripts/flow DESIGN_CONFIG=/design/flow/config.mk WORK_HOME=/design/flow/orfs finish
```
**./config.mk**
```make
export PLATFORM = sky130hd
export DESIGN_NAME = addr
export DESIGN_NICKNAME = addr
export VERILOG_FILES = /design/flow/design.v
export SDC_FILE = /design/flow/constraint.sdc
export NUM_CORES = 4
export LEC_CHECK = 1
export CORE_UTILIZATION = 30
```
**./constraint.sdc**
```tcl
current_design addr

set clk_period 5.0
set clk_io_pct 0.2

create_clock -name clk0 -period $clk_period [get_ports {clk}]

set non_clock_inputs [all_inputs -no_clocks]
set_input_delay [expr $clk_period * $clk_io_pct] -clock clk0 $non_clock_inputs
set_output_delay [expr $clk_period * $clk_io_pct] -clock clk0 [all_outputs]
```
**./design.v**
```verilog
module addr(
	input clk,
	input rst_n,
	input [4:0] x_cnt,
	input [4:0] y_cnt,
	input [4:0] x_cnt_pp,
	input [4:0] y_cnt_pp,
	input [4:0] x_cnt_ppp,
	input [4:0] y_cnt_ppp,
	input [4:0] x_cnt_pppp,
	input [4:0] y_cnt_pppp,
	input [4:0] x_cnt_ppppp,
	input [4:0] y_cnt_ppppp,
	input [1:0] read_input_cnt,
	input cnn_state,
	input cnn_state_pppppppp,
	input [10:0] read_cnt,
	input [5:0] state,
	input [5:0] state_p,
	input read_weight_finish,
	input read_bias_finish,
	input [9:0] conv_cnt,
	input [9:0] conv_cnt_p,
	input [9:0] conv_cnt_pp,
	input [1:0] read_input_cnt_ppp,
	output reg [5:0] sram_waddr_a,
	output reg [5:0] sram_waddr_b,
	output reg [6:0] sram_raddr_bias,
	output reg [10:0] sram_raddr_weight,
	output reg [5:0] sram_raddr_a0,
	output reg [5:0] sram_raddr_a1,
	output reg [5:0] sram_raddr_a2,
	output reg [5:0] sram_raddr_a3,
	output reg [5:0] sram_raddr_b0,
	output reg [5:0] sram_raddr_b1,
	output reg [5:0] sram_raddr_b2,
	output reg [5:0] sram_raddr_b3,
	output reg [10:0] final_cnt
);
parameter LAYER1_WIDTH = 14, LAYER1_HEIGHT = 14;
parameter IDLE = 0, UNSHUFFLE = 1, CONV1 = 2, C1_2_C2=3,CONV2 = 4, C2_2_C3 = 5,
	CONV3=6, C3_2_P=7, POOL=8, FINISH = 9;
parameter READ_WEIGHT = 0, DOCNN = 1;
reg [4:0] x_offset0;
reg [4:0] y_offset0;
reg [4:0] x_offset1;
reg [4:0] y_offset1;
reg [4:0] x_offset_ppppp0;
reg [4:0] y_offset_ppppp0;
reg [4:0] x_offset_ppppp1;
reg [4:0] y_offset_ppppp1;
always @(posedge clk) begin
	if (!rst_n) begin
		sram_raddr_weight <= 0;
	end
	else if (state == CONV1) begin
		if (cnn_state == READ_WEIGHT && !read_weight_finish)
			sram_raddr_weight <= sram_raddr_weight + 1;
		else begin
			sram_raddr_weight <= sram_raddr_weight;
		end
	end
	else if (state == C1_2_C2) begin
		sram_raddr_weight <= 16;
	end
	else if (state == CONV2) begin
		if (cnn_state == READ_WEIGHT && !read_weight_finish)
			sram_raddr_weight <= sram_raddr_weight + 1;
		else begin
			sram_raddr_weight <= sram_raddr_weight;
		end
	end
	else if (state == C2_2_C3) begin
		sram_raddr_weight <= 80;
	end
	else if (state == CONV3) begin
		if (cnn_state == READ_WEIGHT && !read_weight_finish)
			sram_raddr_weight <= sram_raddr_weight + 1;
		else begin
			sram_raddr_weight <= sram_raddr_weight;
		end
	end	
	else begin
	end
end
always @(posedge clk) begin
	if (state == UNSHUFFLE)
		sram_waddr_a <= y_cnt / 8 * 6 + x_cnt / 8;
	else if (state_p == CONV2) begin
		case ((conv_cnt_pp/4) % 4)
		0: begin
			sram_waddr_a <= x_offset_ppppp1 + y_offset_ppppp1;
		end
		1: begin
			sram_waddr_a <= x_offset_ppppp1 + y_offset_ppppp1 + 3;
		end
		2: begin
			sram_waddr_a <= x_offset_ppppp1 + y_offset_ppppp1 + 18;
		end
		3: begin
			sram_waddr_a <= x_offset_ppppp1 + y_offset_ppppp1 + 21;
		end
		endcase
 	end
end
always @(posedge clk ) begin
	if (!rst_n) begin
		final_cnt <= 0;
	end
	else if (state == CONV3 && cnn_state_pppppppp == DOCNN && read_input_cnt_ppp == 3) begin
		final_cnt <= final_cnt + 1;		
	end
end
always @(posedge clk) begin
	if (state_p <= CONV2)
		sram_waddr_b <= y_cnt_ppppp / 2 * 6 + x_cnt_ppppp / 2;
	else if (state_p == C2_2_C3) begin
		sram_waddr_b <= 0;
	end
	else if (final_cnt < 575) begin
		if (final_cnt % 16 == 15 && read_input_cnt_ppp == 3)
			sram_waddr_b <= sram_waddr_b + 1; 
	end
	else if (final_cnt == 575 && read_input_cnt_ppp == 3) begin
		sram_waddr_b <= 0;
	end
	else begin
		if (final_cnt % 16 == 15 && read_input_cnt_ppp == 3)
			sram_waddr_b <= sram_waddr_b + 1; 
	end
end
always @(posedge clk) begin
	if(!rst_n) begin
		sram_raddr_bias <= 0;
	end
	else if (state == CONV1) begin
		sram_raddr_bias <= conv_cnt;
	end
	else if (state == C1_2_C2) begin
		sram_raddr_bias <= 4;
	end
	else if (state == CONV2 && read_cnt % 4 < 3 && cnn_state == READ_WEIGHT) begin
		sram_raddr_bias <= conv_cnt + 4;
	end
	else if (state == C2_2_C3) begin
		sram_raddr_bias <= 20;
	end
	else if (state == CONV3 && read_cnt % 4 < 3 && cnn_state == READ_WEIGHT) begin
		sram_raddr_bias <= conv_cnt + 20;
	end
end
always @* begin
	x_offset0 = (x_cnt + 1) / 2;
	y_offset0 = (y_cnt + 1) / 2 * 6;
	x_offset1 = (x_cnt) / 2;
	y_offset1 = (y_cnt) / 2 * 6;
end
always @* begin
	x_offset_ppppp0 = (x_cnt_ppppp + 1) / 2;
	y_offset_ppppp0 = (y_cnt_ppppp + 1) / 2 * 6;
	x_offset_ppppp1 = (x_cnt_ppppp) / 2;
	y_offset_ppppp1 = (y_cnt_ppppp) / 2 * 6;
end
always @(posedge clk) begin
	if(state == CONV1) begin
		sram_raddr_a0 <= x_offset0 + y_offset0;
		sram_raddr_a1 <= x_offset1 + y_offset0;
		sram_raddr_a2 <= x_offset0 + y_offset1;
		sram_raddr_a3 <= x_offset1 + y_offset1;
	end
	else begin
		case(read_input_cnt)
		0:begin
			sram_raddr_a0 <= x_offset0 + y_offset0;
			sram_raddr_a1 <= x_offset1 + y_offset0;
			sram_raddr_a2 <= x_offset0 + y_offset1;
			sram_raddr_a3 <= x_offset1 + y_offset1;
		end
		1:begin
			sram_raddr_a0 <= x_offset0 + y_offset0 + 3;
			sram_raddr_a1 <= x_offset1 + y_offset0 + 3;
			sram_raddr_a2 <= x_offset0 + y_offset1 + 3;
			sram_raddr_a3 <= x_offset1 + y_offset1 + 3;
		end
		2:begin
			sram_raddr_a0 <= x_offset0 + y_offset0 + 18;
			sram_raddr_a1 <= x_offset1 + y_offset0 + 18;
			sram_raddr_a2 <= x_offset0 + y_offset1 + 18;
			sram_raddr_a3 <= x_offset1 + y_offset1 + 18;
		end
		3:begin
			sram_raddr_a0 <= x_offset0 + y_offset0 + 21;
			sram_raddr_a1 <= x_offset1 + y_offset0 + 21;
			sram_raddr_a2 <= x_offset0 + y_offset1 + 21;
			sram_raddr_a3 <= x_offset1 + y_offset1 + 21;
		end
		endcase
	end
end
always @(posedge clk) begin
	if(state == CONV2) begin
		sram_raddr_b0 <= x_offset0 + y_offset0;
		sram_raddr_b1 <= x_offset1 + y_offset0;
		sram_raddr_b2 <= x_offset0 + y_offset1;
		sram_raddr_b3 <= x_offset1 + y_offset1;
	end
end
endmodule
```
==> impl_metrics.ini <==
; synthesis and place-and-route metrics
[cells_and_area]
syn2layout_area_growth_pct = 33.6
seqCellArea_um2 = 1980
combGateArea_um2 = 3570
drive_gt1_share_pct = 4.20
num-fill-cells = 1844

[final_timing]
drv_slew = 0
finalSetupViolCount = 0
grt_setup_unrepaired = false
worstMarginPinSlew_ns = 0.840
finalCritPeriodShare_pct = 87.3
max_slew_margin_pct = 43.4
timing.setup.tns_ns = 0
min_period_ns = 4.37
fin_skew_ns = 0.00776
final_hold_viol_count = 0
clock.fmax_mhz = 229

[die]
dieArea_um2 = 19800
die_w_um = 141
fp-utilization_pct = 30.8
rows = 50
io_pins = 202
core_um2 = 18800
die_h_um = 141

[yosys]
synthFlopType = dfxtp_1
ys_seq_share_pct = 34.3
synth-xor-area-share_pct = 10.2
ys_cells = 621
yosys-top-cells-area = dfxtp_1 20%, edfxtp_1 15%, ha_1 12%
ys_ff = 85
simple_gate_share_pct = 16.8
syn-cell-area_um2 = 5780
synth_area_per_cell_um2 = 9.31
netlist-cell-type-count = 60
synthAoiAreaFrac_pct = 16.5
yosysTopAreaCell = dfxtp_1
edf_count = 28
adder_share_pct = 16.8
netlist.area_leader.share_pct = 19.7
yosys_warnings = 1
netlist_instances = 621
logic_family = adder cells
ys_sh_mux_pct = 1.45
ys_area_um2 = 5780
async_flop_share_pct = 0

[pwr]
clkPwrFrac_pct = 27.6
peakVddDrop_uv = 164
p_total_w = 0.00247
seqPwrFrac_pct = 34.5
power_density_nw_per_um2 = 320
power_switching_w = 0.000748
intPower_w = 0.00172
switching_share_pct = 30.3
power.leakage_nw = 3.12
combPwrFrac_pct = 37.9

[clock_tree]
path_clk_slew_ns = 0.07
cts_made_buffers = 9
ctsResizeCount = 0
htreeDepth = 3
cts_tree = yes
cts-root-buf = clkbuf_16
cts.sinks = 85
postCtsHoldBufs = 0
post-cts-setup-buffers = 0
clkLatencyLatePin_ns = 0.34
clockBufferDepth = 2

[worst_setup_path]
worst_ep_required_time_ns = 5.26
crit_type = primary input to register
crit_fanout = 7
worstPathArrival_ns = 4.63
crit_path_start_kind = primary input
cp-end-kind = register

[drt]
n_antenna_cell = 0
wl_per_cell_um = 14.5
drtAntennaViolNets = 0
drc = 0
num_vias = 4868
via_per_inst = 4.89
drt_iter0_drc = 240
postRouteWirelength_um = 14400
drt_pre_antenna_iters = 4

[placed_design]
routabilityCongestion = 0.891
hpwl_um = 11300
io_buffers = 138

[outcome]
outcome = finished clean

[hold_path]
hp-class = register to register

[global_route]
grt_use_total_pct = 15.1
antenna_found_initial = 0
grt_max_degree = 23
grt_pass1_vias = 4554
grt_pass1_wl_um = 23400
grt.overflow.total = 0

[run]
drv_cap = 0
tool_warnings = 93
## flip-flops by register name, indices dropped and copies added, names as in the netlist
signal / flops
sram_raddr_b0: 5
sram_raddr_a2: 6
sram_raddr_b1: 5
sram_raddr_a3: 6
final_cnt: 11
sram_raddr_b3: 6
sram_raddr_bias: 7
sram_waddr_a: 6
sram_raddr_a1: 5
sram_raddr_a0: 5
sram_raddr_b2: 6
sram_waddr_b: 6
sram_raddr_weight: 11
## worst paths after layout
path	start	endpoint	slack (ns)	cells past startpoint
hold / removal	sram_raddr_bias[1]$_SDFFE_PN0P_	sram_raddr_bias[1]$_SDFFE_PN0P_	0.47	2
hold reg to reg	sram_raddr_bias[1]$_SDFFE_PN0P_	sram_raddr_bias[1]$_SDFFE_PN0P_	0.47	2
setup reg to reg	final_cnt[0]$_SDFFE_PN0P_	sram_waddr_b[5]$_DFF_P_	3.15	7
setup / recovery	y_cnt[1]	sram_raddr_a1[5]$_DFF_P_	0.63	16
## metal layers
metal	up-vias	wire length [um]	GRT usage (%)
met3	18	1130	4.33
met5	-	0	0
met2	144	6090	22.5
met4	0	207	1.95
li1	2506	-	-
met1	2200	7000	22.8
## power by group through the flow
stage         Clock (W)  Combinational (W)  Sequential, W
finish         0.000682           0.000934       0.000852
CTS            0.000702           0.000944       0.000854
global route   0.000736            0.00105       0.000861
## layout by cell type (no fill, tap or decap), types with 5 or more instances in the layout
cell type,instances
a22oi_1,7
nor2_1,39
nand4_1,10
or3_1,9
xor2_1,29
dfxtp_1,57
clkdlybuf4s50_1,138
nand3_1,25
o22ai_1,9
a21boi_0,5
a21oi_1,34
nor2b_1,10
fa_1,13
and3_1,11
and2_1,11
a31oi_1,10
xnor2_1,38
buf_4,7
nor3_1,8
ha_1,57
a21o_1,21
inv_1,36
edfxtp_1,28
o21ai_0,23
clkbuf_16,11
mux2i_1,5
nand2_1,49
## cell type report
class | instances | share of cell area, %
inverters | 36 | 1.75
flip-flops and latches | 85 | 25.7
multi-input cells | 480 | 46.3
repair buffers | 145 | 18.6
clock inverters | 4 | 0.356
clock buffers | 12 | 3.61
well taps | 234 | 3.79
## kinds of logic (layout without fill, tap and decap cells)
| group | count (synthesis) | count (layout) |
|---|---|---|
| XOR/XNOR | 67 | 67 |
| AND-OR/OR-AND | 144 | 144 |
| flip-flops | 85 | 85 |
| adder cells (fa/ha/maj) | 70 | 70 |
| AND/OR/NAND/NOR | 191 | 191 |
| buffers and inverters | 56 | 197 |
| multiplexers | 8 | 8 |
## cell usage after synthesis, types with 13 or more instances
| cell type | instances |
|---|---|
| dfxtp_1 | 57 |
| ha_1 | 57 |
| nand2_1 | 49 |
| nor2_1 | 39 |
| xnor2_1 | 38 |
| inv_1 | 36 |
| a21oi_1 | 34 |
| xor2_1 | 29 |
| edfxtp_1 | 28 |
| nand3_1 | 25 |
| o21ai_0 | 23 |
| a21o_1 | 21 |
| fa_1 | 13 |
## critical path, stage by stage
cell             delay (ns)
clkdlybuf4s50_1        0.59
ha_1                   0.23
xor2_1                 0.19
ha_1                   0.17
inv_1                  0.04
fa_1                   0.47
inv_1                  0.06
ha_1                   0.37
a21oi_1                0.33
xnor2_1                0.23
inv_1                  0.10
ha_1                   0.33
a31oi_1                0.19
nand4_1                0.12
o311a_1                0.14
o21ai_0                0.07
## metrics by stage
stage / area, um2 / hold slack (ns) / util, % / worst slack, ns / std cells
2_1_floorplan: 5780 / 0.426 / - / 0.772 / 621
3_3_place_gp: 7420 / 0.457 / 39.5 / 0.290 / 980
3_5_place_dp: 7420 / 0.461 / 39.5 / 0.283 / 980
4_1_cts: 7720 / 0.471 / 41.1 / 0.625 / 996
5_1_grt: 7720 / 0.489 / 41.1 / 0.378 / 996
6_report: 7720 / 0.468 / 41.1 / 0.633 / 996
No activity file was given, so power comes from the tool's default toggle rates.
