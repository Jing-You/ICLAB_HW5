File: ./run.sh
#!/bin/bash
# OpenROAD 26Q1-2900-gdf79404cd8, Yosys 0.63+post, stock flow scripts
make -C /OpenROAD-flow-scripts/flow DESIGN_CONFIG=/design/flow/config.mk WORK_HOME=/design/flow/orfs finish
File: ./config.mk
export PLATFORM = sky130hd
export DESIGN_NAME = Convnet_top
export DESIGN_NICKNAME = Convnet_top
export VERILOG_FILES = /design/flow/design.v
export SDC_FILE = /design/flow/constraint.sdc
export NUM_CORES = 4
export LEC_CHECK = 1
export CORE_AREA = 10 10 274 274
export DIE_AREA = 0 0 284 284
File: ./constraint.sdc
current_design Convnet_top

set clk_period 3.1
set clk_io_pct 0.2

create_clock -name clk0 -period $clk_period [get_ports {clk}]

set non_clock_inputs [all_inputs -no_clocks]
set_input_delay [expr $clk_period * $clk_io_pct] -clock clk0 $non_clock_inputs
set_output_delay [expr $clk_period * $clk_io_pct] -clock clk0 [all_outputs]
File: ./design.v
module Convnet_top #(
parameter CH_NUM = 4,
parameter ACT_PER_ADDR = 4,
parameter BW_PER_ACT = 8
)
(
input clk,                            
input rst_n,                          
input enable,
input [BW_PER_ACT-1:0] input_data,     
input [CH_NUM*ACT_PER_ADDR*BW_PER_ACT-1:0] sram_rdata_a0,
input [CH_NUM*ACT_PER_ADDR*BW_PER_ACT-1:0] sram_rdata_a1,
input [CH_NUM*ACT_PER_ADDR*BW_PER_ACT-1:0] sram_rdata_a2,
input [CH_NUM*ACT_PER_ADDR*BW_PER_ACT-1:0] sram_rdata_a3,
output [5:0] sram_raddr_a0,
output [5:0] sram_raddr_a1,
output [5:0] sram_raddr_a2,
output [5:0] sram_raddr_a3,
output reg busy,
output reg valid,                          
output reg sram_wen_a0,
output reg sram_wen_a1,
output reg sram_wen_a2,
output reg sram_wen_a3,
output reg [CH_NUM*ACT_PER_ADDR-1:0] sram_bytemask_a,
output reg [5:0] sram_waddr_a,
output reg [CH_NUM*ACT_PER_ADDR*BW_PER_ACT-1:0] sram_wdata_a
);
reg [5:0]state;
reg [10:0] read_cnt;
reg [4:0] x_cnt;
reg [4:0] y_cnt;
reg [1:0] bank_num;
reg [3:0] position_offset;
parameter LAYER1_WIDTH = 14, LAYER1_HEIGHT = 14;
parameter IDLE = 0, UNSHUFFLE = 1;
integer i;
always @(posedge clk) begin
	if(!rst_n) begin
		state <= 0;
	end
	else if (enable) begin
		state <= UNSHUFFLE;
	end
end
always @(posedge clk) begin
	if(!rst_n) begin
		read_cnt <= 0;
	end
	else if (enable && state == UNSHUFFLE) begin
		if (read_cnt < 28 *28) begin
			read_cnt <= 1 + read_cnt;
		end
		else
			read_cnt <= read_cnt;
	end
	else begin
		read_cnt <= read_cnt;
	end
end
always@(posedge clk) begin
	if(!rst_n) begin
		x_cnt <= 0;
		y_cnt <= 0;
	end
	else if (UNSHUFFLE == state)begin
		if (x_cnt == 27) begin
		x_cnt <= 0;
		y_cnt <= y_cnt + 1;
		end else begin
		x_cnt <= x_cnt + 1;
		y_cnt <= y_cnt;
		end
	end
end
always@(posedge clk) 
	if (read_cnt >= 28*28) begin
		valid <= 1;
		busy <= 1;		
	end
	else begin
		valid <= 0;	
		busy <= 0;	
	end
reg [2:0] y_r8, x_r8;
always @* begin
		y_r8 = y_cnt % 8;
		x_r8 = x_cnt % 8;
		sram_wen_a0 = 1;
		sram_wen_a1 = 1;
		sram_wen_a2 = 1;
		sram_wen_a3 = 1;
		if (y_r8 <= 3) begin
			if (x_r8 <= 3) begin
				bank_num = 0;
				sram_wen_a0 = 0;
			end else begin
				bank_num = 1;
				sram_wen_a1 = 0;
			end
		end else begin
			if (x_r8 <= 3) begin
				bank_num = 2;
				sram_wen_a2 = 0;
			end else begin
				bank_num = 3;
				sram_wen_a3 = 0;
			end
		end
end
always @* begin
	sram_waddr_a = y_cnt / 8 * 6 + x_cnt / 8;
end
always @* begin
	position_offset = y_cnt % 4 * 4 + x_cnt % 4;
	case (position_offset)
	0: 	sram_bytemask_a =  16'b0111_1111_1111_1111;
	1: 	sram_bytemask_a =  16'b1111_0111_1111_1111;
	2: 	sram_bytemask_a =  16'b1011_1111_1111_1111;
	3: 	sram_bytemask_a =  16'b1111_1011_1111_1111;
	4: 	sram_bytemask_a =  16'b1111_1111_0111_1111;
	5: 	sram_bytemask_a =  16'b1111_1111_1111_0111;
	6: 	sram_bytemask_a =  16'b1111_1111_1011_1111;
	7: 	sram_bytemask_a =  16'b1111_1111_1111_1011;
	8: 	sram_bytemask_a =  16'b1101_1111_1111_1111;
	9: 	sram_bytemask_a =  16'b1111_1101_1111_1111;
	10: sram_bytemask_a = 16'b1110_1111_1111_1111;
	11: sram_bytemask_a = 16'b1111_1110_1111_1111;
	12: sram_bytemask_a = 16'b1111_1111_1101_1111;
	13: sram_bytemask_a = 16'b1111_1111_1111_1101;
	14: sram_bytemask_a = 16'b1111_1111_1110_1111;
	15: sram_bytemask_a = 16'b1111_1111_1111_1110;
	endcase
end
always @* begin
	for(i=0; i< 16; i=i+1)
		sram_wdata_a[i*8 +:8] = input_data;
end
endmodule
==> flow_metrics.rpt <==
PHYSICAL IMPLEMENTATION REPORT
----------------------------------------------------
[Detailed routing]
  Via-to-Cell Ratio ........................ ~1.1
  Total wire length ........................ 6754 µm
  First drt pass iteration count ........................ 4
  Via Count ........................ 1293
  Number of DRC violations after detailed-routing iteration 0 ........................ approximately 60
  Number of routed nets with antenna violations ........................ 0
  Detailed-route DRC error count ........................ 0
  WL per Instance ........................ 5.888 µm

[Critical path]
  Critical path fanouts, max ........................ 4
  Worst EP required ........................ 2.48 ns
  Arrival time reported for the critical path endpoint ........................ 2.21 ns
  Logic depth of the worst register-to-register path ........................ 5
  Path type of the worst setup path ........................ reg2out
  Setup crit end kind ........................ primary output
  Startpoint type of the worst setup path ........................ register

[Global route]
  Global route total overflow ........................ 0
  Global-route usage over all layers ........................ approximately 1.6%
  Antenna violations before repair ........................ 0
  Maximum number of pins on one net before global-route repair ........................ 18
  Wire length of the first global-routing pass ........................ 9239 µm
  Vias in the first global route ........................ 1232

[Clock tree]
  Clock Root Buffer ........................ sky130_fd_sc_hd__clkbuf_16
  Post-CTS repair timing setup buffer count ........................ 0
  H-tree Lvls ........................ 1
  Clock insertion delay at the later pin of the skew report ........................ 0.25 ns
  Post-cts gate resize count ........................ 0
  Cts-stage hold buffer count ........................ 0
  TritonCTS buffer count ........................ 3
  CTS sink cnt ........................ 23
  Clock transition at the registers of the reported paths ........................ ~0.060 ns
  Number of buffers on the longest clock path ........................ 2
  TritonCTS clock tree ........................ done

[Final timing]
  Total count of hold-check failures in the final report ........................ 0
  Final worst hold slack ........................ 0.4909 ns
  Maximum clock rate ........................ between 0.3 and 0.4 GHz
  Worst-case headroom to the max-slew limit ........................ approximately 61%
  Pin slew with the least headroom to its limit ........................ 0.5842 ns
  Share of the cycle needed by the critical path after routing ........................ 91.23%
  Final setup violating endpoints ........................ 0
  Setup repair after global routing missed its margin ........................ false
  Max-slew violation count ........................ 0
  Minimum clock period ........................ 2.828 ns
  Fin Setup TNS ........................ 0 ns
  Clock skew after layout ........................ 0.003896 ns

[Logic synthesis]
  Main flop type ........................ sky130_fd_sc_hd__dfxtp_1
  Number of warning messages in the yosys log ........................ 25
  Flops & latches, synth ........................ 23
  Synthesized area per cell ........................ 7.912 µm²
  Top cells by area ........................ sky130_fd_sc_hd__buf_4 46%, sky130_fd_sc_hd__dfxtp_1 18%, sky130_fd_sc_hd__ha_1 7.5%
  Gate count of the mapped netlist ........................ ~320
  Share of async-settable or async-resettable flops after synthesis ........................ 0%
  Cell area after technology mapping ........................ between 2000 and 2500 µm²
  Number of enable flip-flop cells ........................ 0
  Yosys stat chip area ........................ 2492 µm²
  Share of Yosys cell area claimed by the top area cell type ........................ between 40% and 50%
  Tally of unique sky130hd cells used after synthesis ........................ 38
  Count leader, synth ........................ sky130_fd_sc_hd__buf_4
  Post-synthesis cell type with the largest combined area ........................ sky130_fd_sc_hd__buf_4
  Cell count in the Yosys report ........................ 315
  Sequential area share after synthesis ........................ 18.47%
  Top cells by instance count after synthesis ........................ 154 x sky130_fd_sc_hd__buf_4, 26 x sky130_fd_sc_hd__nand2_1, 23 x sky130_fd_sc_hd__dfxtp_1

[Job]
  MaxCap Viol Count ........................ 0
  Number of warning messages in the logs ........................ 545

[Floorplanning]
  Die H ........................ about 280 µm
  Number of top-level pins ........................ between 700 and 800
  DIE WIDTH ........................ 284 µm
  Fp util ........................ under 10%
  Total number of placement rows ........................ 96
  Core area ........................ between 60000 and 70000 µm²
  Die outline area ........................ 80660 µm²

[Min path]
  Worst min-delay path class ........................ reg2reg
  Cell depth of the worst hold path ........................ 2

[Cells and area]
  Cell area after layout ........................ around 3000 µm²
  Tally of non-filler cells in the final layout ........................ 1147
  Number of filler instances in the final layout ........................ 8132
  Area added between synthesis and finish ........................ 18.93%
  Final core utilization ........................ 4.307%
  Fraction of layout cells with a size suffix above 1 ........................ 3.721%

[Power and ir drop]
  Leakage ........................ approximately 0.8 nW
  Maximum ir drop on the vdd rail ........................ about 0.25 mV
  PwrDens ........................ about 220 nW/µm²

[Place]
  Cell Count Post-Placement ........................ 1142
  Port-buffer cells ........................ 30
  Detailed placer's ending HPWL ........................ 5904 µm
  Area of placed instances ........................ ~2900 µm²
  Placer Congestion ........................ 0.6977

[Outcome]
  Run status ........................ finished, final reports clean

----------------------------------------------------
## cell type report
cell class / count / area, µm² / area share [%]
inverters: 9 / 33.78 / 1.140
flip-flops and latches: 23 / 460.4 / 15.53
clock buffers: 4 / 78.83 / 2.659
well taps: 931 / 1165 / 39.30
multi-input cells: 147 / 908.4 / 30.65
repair buffers: 32 / 315.3 / 10.64
diodes: 1 / 2.502 / 0.08442
## kinds of logic after synthesis
logic type / count (synthesis) / synth area share [%]
buffers and inverters: 168 / 48.54
and+or+nand+nor: 73 / 14.96
AOI/OAI and AO/OA: 23 / 6.075
DFF: 23 / 18.47
adders and majority gates: 15 / 7.530
xor gates and xnor gates: 11 / 3.866
other: 1 / 0.1505
muxes: 1 / 0.4016
## metrics by stage
| step | total power, mW | setup WS, ns |
|---|---|---|
| after floorplan | 0.4587 | 1.408 |
| after global placement | 0.3771 | 0.4562 |
| after detailed placement | 0.3773 | 0.4523 |
| after CTS | 0.6571 | 0.1732 |
| after global routing | 0.6764 | 0.09591 |
| final | 0.6492 | 0.2720 |
## cell usage in the layout (no fill, tap or decap), types with 2 or more instances in the layout
master                            instances
sky130_fd_sc_hd__dfxtp_1                 23
sky130_fd_sc_hd__o21ai_0                  2
sky130_fd_sc_hd__ha_1                    15
sky130_fd_sc_hd__conb_1                  24
sky130_fd_sc_hd__xnor2_1                  3
sky130_fd_sc_hd__a21oi_1                  6
sky130_fd_sc_hd__or3_1                    2
sky130_fd_sc_hd__nand2_1                 26
sky130_fd_sc_hd__nand3_1                  5
sky130_fd_sc_hd__o21ai_1                  6
sky130_fd_sc_hd__and2_1                   4
sky130_fd_sc_hd__xor2_1                   8
sky130_fd_sc_hd__clkbuf_16                3
sky130_fd_sc_hd__nor3_1                   2
sky130_fd_sc_hd__nand4_1                  3
sky130_fd_sc_hd__and4b_1                  2
sky130_fd_sc_hd__clkdlybuf4s50_1         30
sky130_fd_sc_hd__nor2b_1                  2
sky130_fd_sc_hd__buf_4                    2
sky130_fd_sc_hd__and3_1                   2
sky130_fd_sc_hd__nor2_1                  19
sky130_fd_sc_hd__inv_1                    9
## sequential cells by signal (all words and copies together) (netlist names)
signal / cells
busy: 1
state: 1
y_cnt: 5
read_cnt: 11
x_cnt: 5
## worst max-delay path, stage by stage (launching register included)
cell	delay (ns)
sky130_fd_sc_hd__dfxtp_1	0.38
sky130_fd_sc_hd__inv_1	0.10
sky130_fd_sc_hd__ha_1	0.29
sky130_fd_sc_hd__inv_1	0.06
sky130_fd_sc_hd__ha_1	0.17
sky130_fd_sc_hd__xor2_1	0.33
sky130_fd_sc_hd__clkdlybuf4s50_1	0.62
## where the power goes
part           internal (mW)  total [mW]  switching (mW)  leakage (nW)
Sequential             0.301       0.311          0.0102         0.186
Clock                  0.175       0.280           0.105        0.0382
Combinational         0.0250      0.0582          0.0332         0.582
## per-layer routing
| layer | GRT usage [%] | vias to the layer above | share of wire [%] |
|---|---|---|---|
| li1 | - | 629 | - |
| met4 | 0.01323 | 0 | 0 |
| met1 | 2.146 | 539 | 45 |
| met5 | 0 | - | 0 |
| met2 | 1.843 | 125 | 35 |
| met3 | 1.532 | 0 | 20 |
## path summary, 6_finish.rpt
| path | slack [ns] | startpoint | end |
|---|---|---|---|
| max | 0.27 | y_cnt[3]$_SDFFE_PN0P_ | sram_waddr_a[3] |
| min reg2reg | 0.49 | read_cnt[1]$_SDFFE_PN0P_ | read_cnt[1]$_SDFFE_PN0P_ |
| max reg2reg | 1.34 | x_cnt[0]$_SDFFE_PN0P_ | y_cnt[3]$_SDFFE_PN0P_ |
| min | 0.49 | read_cnt[1]$_SDFFE_PN0P_ | read_cnt[1]$_SDFFE_PN0P_ |
Power and IR drop assume default switching activity.
